==> design/flow/design.v <==
module calculadora (
    input logic [3:0] cmd,
    input logic clock,
    input logic reset,
    output logic [1:0] status,
    output logic [3:0] data,    
    output logic [2:0] position 
);
    localparam logic [3:0]
        DIG_MIN   = 4'b0000, 
        DIG_MAX   = 4'b1001, 
        CMD_PLUS  = 4'b1010, 
        CMD_MINUS = 4'b1011, 
        CMD_MUL   = 4'b1100, 
        CMD_RES   = 4'b1110, 
        CMD_CLR   = 4'b1111; 
    typedef enum logic [2:0] {IDLE, IN_A, OP, IN_B, COMPUTE, DONE, ERROR} state_t;
    state_t state, next;
    logic [31:0] op_a;  
    logic [31:0] op_b;  
    logic [31:0] acc;
    logic [31:0] mul_cnt;
    logic [3:0]  op_sel;
    logic [3:0] nA; 
    logic [3:0] nB; 
    logic       inB; 
    logic [3:0] calc_data_out;
    logic [2:0] calc_position_out;
    assign data = calc_data_out;
    assign position = calc_position_out;  
    always_ff @(posedge clock or posedge reset) begin
        if (reset) begin
            state  <= IDLE;
            op_a   <= 0; nA <= 0;
            op_b   <= 0; nB <= 0;
            inB    <= 0;
            acc    <= 0;
            mul_cnt<= 0;
            op_sel <= 0;  
            calc_data_out <= 4'd0;
            calc_position_out <= 3'd0;  
        end else begin
            state <= next;
            case (state)
                IDLE:
                    if (cmd >= DIG_MIN && cmd <= DIG_MAX) begin
                        op_a <= cmd;
                        nA   <= 1;  
                        calc_data_out <= cmd;
                        calc_position_out <= 3'd0;
                    end
                IN_A:
                    if (cmd >= DIG_MIN && cmd <= DIG_MAX) begin
                        if (nA < 8) begin
                            op_a <= op_a * 10 + cmd;
                            nA   <= nA + 1;
                            calc_data_out <= cmd;
                            calc_position_out <= nA[2:0];
                        end else begin
                        end
                    end else if (cmd == CMD_PLUS || cmd == CMD_MINUS || cmd == CMD_MUL) begin
                        op_sel <= cmd;
                        inB    <= 0;
                        op_b   <= 0; nB <= 0;
                        calc_data_out <= CMD_CLR;
                        calc_position_out <= 3'd0;
                    end else if (cmd == CMD_CLR) begin
                         calc_position_out <= 3'd0;
                    end
                OP:
                    if (cmd >= DIG_MIN && cmd <= DIG_MAX) begin
                        inB <= 1;
                        op_b <= cmd;
                        nB   <= 1;
                        calc_data_out <= cmd;
                        calc_position_out <= 3'd0;
                    end else if (cmd == CMD_CLR) begin
                         calc_data_out <= CMD_CLR;
                         calc_position_out <= 3'd0;
                    end else if (cmd == CMD_PLUS || cmd == CMD_MINUS || cmd == CMD_MUL) begin
                        op_sel <= cmd;
                         calc_data_out <= cmd;
                         calc_position_out <= 3'd0;
                    end
                IN_B:
                    if (cmd >= DIG_MIN && cmd <= DIG_MAX) begin
                        if (nB < 8) begin
                            op_b <= op_b * 10 + cmd;
                            nB   <= nB + 1;
                             calc_data_out <= cmd;
                             calc_position_out <= nB[2:0];
                        end else begin
                        end
                    end else if (cmd == CMD_RES) begin
                         if (op_sel == CMD_PLUS) begin
                             acc <= op_a + op_b;
                         end else if (op_sel == CMD_MINUS) begin
                             acc <= (op_a >= op_b ? op_a - op_b : 32'hFFFFFFFF);  
                         end else if (op_sel == CMD_MUL) begin
                             acc <= 0;  
                             mul_cnt <= op_b;  
                         end
                    end else if (cmd == CMD_CLR) begin
                        op_b <= 0; nB <= 0; inB <= 0;
                         calc_data_out <= CMD_CLR;  
                         calc_position_out <= 3'd0;
                    end
                COMPUTE:
                    if (mul_cnt > 0) begin
                        acc <= acc + op_a;        
                        mul_cnt <= mul_cnt - 1;   
                    end
                DONE:
                    if (cmd == CMD_CLR) begin
                         calc_data_out <= CMD_CLR;  
                         calc_position_out <= 3'd0;
                    end else if (cmd >= DIG_MIN && cmd <= DIG_MAX) begin
                    end
                ERROR:
                    if (cmd == CMD_CLR) begin
                         calc_data_out <= CMD_CLR;  
                         calc_position_out <= 3'd0;
                    end
            endcase
        end
    end
    always_comb begin
        next = state;
        case (state)
            IDLE:    if (cmd >= DIG_MIN && cmd <= DIG_MAX) next = IN_A;  
            IN_A:    if (cmd == CMD_PLUS || cmd == CMD_MINUS || cmd == CMD_MUL) next = OP;  
                     else if (cmd >= DIG_MIN && cmd <= DIG_MAX && nA == 8) next = ERROR;  
                     else if (cmd == CMD_CLR) next = IDLE;  
            OP:      if (cmd >= DIG_MIN && cmd <= DIG_MAX) next = IN_B;  
                     else if (cmd == CMD_CLR) next = IDLE;  
                     else if (cmd == CMD_RES) next = ERROR;  
            IN_B:    if (cmd == CMD_RES)  
                         next = (op_sel == CMD_MUL ? COMPUTE : DONE);  
                     else if (cmd >= DIG_MIN && cmd <= DIG_MAX && nB == 8) next = ERROR;  
                     else if (cmd == CMD_CLR) next = OP;  
            COMPUTE: if (mul_cnt == 32'd0) next = DONE;  
            DONE:    if (cmd == CMD_CLR || (cmd >= DIG_MIN && cmd <= DIG_MAX)) next = IDLE;  
            ERROR:   if (cmd == CMD_CLR) next = IDLE;  
        endcase
    end
    always_comb begin
        case (state)
            IDLE, IN_A, OP, IN_B, DONE:
                status = 2'd0;  
            COMPUTE:
                status = 2'd1;  
            ERROR:
                status = 2'd2;  
            default:
                status = 2'd2;
        endcase
    end
endmodule
==> design/flow/run.sh <==
#!/bin/bash
# OpenROAD 26Q1-2900-gdf79404cd8, Yosys 0.63+post, stock flow scripts
make -C /OpenROAD-flow-scripts/flow DESIGN_CONFIG=/design/flow/config.mk WORK_HOME=/design/flow/orfs finish
==> design/flow/config.mk <==
export PLATFORM = sky130hd
export DESIGN_NAME = calculadora
export DESIGN_NICKNAME = calculadora
export VERILOG_FILES = /design/flow/design.v
export SDC_FILE = /design/flow/constraint.sdc
export NUM_CORES = 4
export LEC_CHECK = 1
export CORE_UTILIZATION = 40
==> design/flow/constraint.sdc <==
current_design calculadora

set clk_period 10.5
set clk_io_pct 0.2

create_clock -name clk0 -period $clk_period [get_ports {clock}]

set non_clock_inputs [all_inputs -no_clocks]
set_input_delay [expr $clk_period * $clk_io_pct] -clock clk0 $non_clock_inputs
set_output_delay [expr $clk_period * $clk_io_pct] -clock clk0 [all_outputs]
==> impl_metrics.yaml <==
# implementation run metrics
grt:
  antenna_found_initial: 0
  grt_start_max_net_pins: 55
  grt_pass1_wl_um: 30100
  grt_pass1_vias: 5756
  track_usage_pct: 20.9
  gr-total-overflow: 0
timing:
  slew_viol_final: 0
  clock_skew_ns: 0.00900
  finalClockPeriodUsage_pct: 50.8
  setup_viol: 0
  max_freq_mhz: 187
  tns_ns: 0
  rsz0062_at_grt: "no"
  timing.final.crit_period_ns: 5.34
  maxSlewHeadroom_pct: 45.4
  worst_pin_slew_ns: 0.813
  hold_viol_final: 0
run:
  tool_warnings: 27
  max-cap-violations: 0
synthesis:
  ys.flops: 90
  synth_top_area_share_pct: 31.0
  netlist_area_um2: 7170
  simple_gate_area_share_pct: 21.0
  syn_area_per_cell_um2: 8.38
  synth_seq_share_pct: 31.4
  synthFlopType: "dfrtp_1"
  yosys.area_share.aoi_pct: 25.5
  ys_sh_mux_pct: 0.872
  ys_cells: 856
  ys_area_um2: 7170
  topCombFamilyByArea: "AND-OR/OR-AND gates"
  top_cells_by_area: "dfrtp_1 (31%), ha_1 (11%), nand2_1 (5.9%), o21ai_0 (5.7%), a21oi_1 (5.0%)"
  postSynth.asyncResetShare_pct: 100
  post_synth_num_cell_types: 76
  xor_share_pct: 6.21
  yosysWarnings: 1
  adder_share_pct: 11.7
  synthCells: 856
  edf_count: 0
  yosysTopAreaCell: "dfrtp_1"
pwr:
  comb_power_share_pct: 31.0
  vdd_drop_max_mv: 0.0876
  p_int_uw: 720
  p_sw_uw: 417
  clock_power_share_pct: 26.8
  p_leak_nw: 3.37
  p_seq_share_pct: 42.2
  swShare_pct: 36.7
  power_density_nw_per_um2: 146
clock_network:
  worstSkewPairLatency_ns: 0.34
  numCtsBuffers: 9
  hold_buffers: 0
  post_cts_buffers: 0
  clkSinkCount: 90
  h-tree-depth: 3
  cts_resized: 0
  cts-root-buf: "clkbuf_16"
  cts.path.max_buffers: 2
  clk_pin_slew_ns: 0.07
  cts_tree: "yes"
floorplan:
  fp.coreArea_um2: 17400
  die_w_um: 136
  die_h_um: 136
  initial_utilization_pct: 41.2
  chipArea_um2: 18500
  ios: 15
  rows: 48
run_status:
  status: "finished clean"
setup_path:
  path_max_fanout: 18
  cp-end-kind: "register"
  required_ns: 10.69
  r2r_cells: 13
  rrSetupSlack_ns: 6.40
  path_class: "input port to register"
  cp-start-kind: "input port"
  r2r_end: "op_b[30]"
  worstReg2RegStart: "op_b[1]"
  crit_start: "cmd[1]"
  crit_end: "op_b[31]"
  critPathArrivalTime_ns: 5.53
finish:
  stdcell_area_um2: 7780
  final_core_utilization_pct: 44.7
  area_growth_pct: 8.44
  drive_above_1_share_pct: 6.33
drt:
  first_pass_iters: 5
  detail_route.iter0.violations: 472
  drc: 0
  vias_per_cell: 5.75
  ant_nets: 0
  routed_wl_um: 17600
  post_drt_wl_per_cell_um: 16.4
  antennaDiodeCount: 0
  vias: 6196
min_path:
  hold_path_depth: 2
  hp-class: "register to register"
placement:
  gp_congestion: 0.866
  hpwlAfterDp_um: 13000
  dpl-instance-area_um2: 7500
  portBuffers: 14
[power groups by stage]
stage | logic, mW | clock network [mW] | registers [mW]
4_1_cts | 0.353 | 0.313 | 0.479
5_1_grt | 0.404 | 0.326 | 0.492
6_report | 0.353 | 0.304 | 0.480
[layout by cell type (no fill, tap or decap), drive strengths merged, types with 4 or more instances in the layout]
master,count
clkbuf,10
and2,4
nand4,11
a32oi,9
xnor2,25
a21o,10
a22oi,19
or3,14
or4,6
o21bai,4
buf,7
o21a,7
mux2i,4
nor3,26
a21oi,72
o211ai,7
a211oi,5
clkinv,5
a211o,5
clkdlybuf4s50,14
nand2b,10
nor2,55
nand3,23
o21ai,85
a221o,5
a21boi,4
xor2,25
dfrtp,89
nand2,113
o31ai,16
and3,7
ha,63
nor4,15
a31oi,6
nand3b,4
inv,24
[logic make-up (layout without fill, tap and decap cells)]
group	after synthesis	in the layout
buffers and inverters	63	60
muxes	6	6
DFF	90	90
xor gates and xnor gates	50	50
adders and majority gates	66	66
AOI/OAI and AO/OA	279	279
and+or+nand+nor	302	302
[metal layers]
layer	global-route usage (%)	share of wire, %	up-vias
li1	-	-	3178
met1	36.0	54	2897
met2	29.1	41	115
met3	3.27	4.1	6
met4	1.48	0.67	0
met5	0	0	-
[synthesized netlist by cell type, types with 3 or more instances]
cell,instances
nand2_1,113
dfrtp_1,89
o21ai_0,81
a21oi_1,72
ha_1,63
nor2_1,54
clkbuf_1,35
nor3_1,25
xnor2_1,25
xor2_1,24
inv_1,23
nand3_1,21
a22oi_1,19
or3_1,14
nor4_1,12
o31ai_1,12
nand4_1,11
a21o_1,10
a32oi_1,9
nand2b_1,9
and3_1,7
o211ai_1,7
o21a_1,7
a31oi_1,6
a211o_1,5
a221o_1,5
or4_1,5
a211oi_1,4
a21boi_0,4
and2_1,4
mux2i_1,4
nand3b_1,4
a2bb2oi_1,3
buf_2,3
nand4b_1,3
o2111ai_1,3
o21bai_1,3
o22a_1,3
o22ai_1,3
o31ai_2,3
or2_2,3
[final cells by class]
cell class	count	area [µm²]
clock buffers	10	239
clock inverters	6	41.3
fillers	1732	9640
inverters	23	88.8
multi-input cells	703	4680
flip-flops and latches	90	2250
well taps	225	282
repair buffers	21	193
[sequential cells by signal, summed over array words and instances (netlist names)]
register           flops
op_sel                 4
op_b                  32
nB                     4
calc_position_out      3
mul_cnt               32
state                  7
nA                     4
calc_data_out          4
[critical path, cell delays in order]
cell and delay (ns):
clkdlybuf4s50_1 0.85, ha_1 0.29, fa_1 0.23, a21oi_1 0.13, nor4_1 0.39, nand4_1 0.21, nor3_2 0.33, nand2_1 0.16
nor4_4 0.42, o211ai_1 0.17, xnor2_1 0.17, o21ai_0 0.08
[worst min-delay path by stage]
stage / startpoint / endpoint / slack, ns
CTS: op_sel[1] / op_sel[1] / 0.49
global route: op_sel[2] / op_sel[2] / 0.52
finish: op_sel[1] / op_sel[1] / 0.49
[metrics by stage]
step / power, mW / hold WS [ns] / worst slack, ns / instances
2_1_floorplan: 0.727 / 0.436 / 6.05 / 856
3_5_place_dp: 0.837 / 0.476 / 4.81 / 1062
5_1_grt: 1.22 / 0.522 / 4.87 / 1078
6_report: 1.14 / 0.488 / 5.16 / 1078
3_3_place_gp: 0.835 / 0.465 / 4.85 / 1062
4_1_cts: 1.15 / 0.491 / 5.16 / 1078
Power figures rest on the tool's default switching activity, not on a simulated workload.
